File: /design/flow/design.v
module ZeroParallel (
    input clk,
    input rst,
    input  [11:0] Xin,
    output [20:0] Xout  
);
reg signed [11:0] Xin_d;
reg signed [11:0] Xin_Reg [6:0];
wire signed [11:0] coe[3:0];
assign coe[0]= 9'd26 ;
assign coe[1]= 9'd129;
assign coe[2]= 9'd316;
assign coe[3]= 9'd478;
always @(posedge clk or posedge rst) begin:yiwei
    integer i,j;
    if(rst) begin
        Xin_d <= 'd0;
        for(i = 0;i<7;i=i+1 ) begin
            Xin_Reg[i] <= 'd0;
        end
    end
    else begin
        Xin_d <= Xin;                
        for(j = 0;j<6;j=j+1)begin
            Xin_Reg[j+1] <= Xin_Reg[j];
        end
        Xin_Reg[0] <= Xin_d;
    end
end
wire signed [12:0]Add_Reg [3:0];
assign Add_Reg[0]  = {Xin_d[11],Xin_d}+{Xin_Reg[6][11],Xin_Reg[6]};
assign Add_Reg[1]  = {Xin_Reg[0][11],Xin_Reg[0]}+{Xin_Reg[5][11],Xin_Reg[5]};
assign Add_Reg[2]  = {Xin_Reg[1][11],Xin_Reg[1]}+{Xin_Reg[4][11],Xin_Reg[4]};
assign Add_Reg[3]  = {Xin_Reg[2][11],Xin_Reg[2]}+{Xin_Reg[3][11],Xin_Reg[3]};
wire signed [20:0] Mult_Reg[3:0];
assign Mult_Reg[0] = Add_Reg[0] * coe[0]; 
assign Mult_Reg[1] = Add_Reg[1] * coe[1];
assign Mult_Reg[2] = Add_Reg[2] * coe[2];
assign Mult_Reg[3] = Add_Reg[3] * coe[3];
assign Xout = Mult_Reg[0]+Mult_Reg[1]+Mult_Reg[2]+Mult_Reg[3];
endmodule
File: /design/flow/run.sh
#!/bin/bash
# OpenROAD 26Q1-2900-gdf79404cd8, Yosys 0.63+post, stock flow scripts
make -C /OpenROAD-flow-scripts/flow DESIGN_CONFIG=/design/flow/config.mk WORK_HOME=/design/flow/orfs finish
File: /design/flow/config.mk
export PLATFORM = sky130hd
export DESIGN_NAME = ZeroParallel
export DESIGN_NICKNAME = ZeroParallel
export VERILOG_FILES = /design/flow/design.v
export SDC_FILE = /design/flow/constraint.sdc
export NUM_CORES = 4
export LEC_CHECK = 1
export CORE_UTILIZATION = 50
File: /design/flow/constraint.sdc
current_design ZeroParallel

set clk_period 15.4
set clk_io_pct 0.2

create_clock -name clk0 -period $clk_period [get_ports {clk}]

set non_clock_inputs [all_inputs -no_clocks]
set_input_delay [expr $clk_period * $clk_io_pct] -clock clk0 $non_clock_inputs
set_output_delay [expr $clk_period * $clk_io_pct] -clock clk0 [all_outputs]
==> results.txt <==
Synthesis and PnR results.

- The run finished with clean final reports.
- The setup fix buffers added after clock tree synthesis reads 0.
- The final timing summary puts the cycle share of the worst path at 93.60%.
- The logs give a warning total of 28.
- The most frequent standard cell in the layout excluding fill and tap cells is sky130_fd_sc_hd__inv_1.
- The synthesized design contains 0 enable-type register cells.
- The floorplan die height reads 164.1 microns.
- After synthesis the cells add up to 13130 sq um.
- The post-detailed-placement cell area reads 13890 sq um.
- For the pin with the worst max-slew slack, the measured transition is 0.9584 ns.
- Per the final timing report, the hold violations number 0.
- The number of global-route vias before repair is 8644.
- The final setup violation count reads 0.
- The routed length per instance reads 14.99 microns.
- The clock-pin transition on the worst setup and hold timing paths reads 0.07 ns.
- The start-to-end type of the worst setup path reads flop to primary output.
- The fraction of layout cells with a size suffix above 1 reads 2.528%.
- The first global-routing pass estimated 43.61 mm of wire.
- The arrival time reported for the critical path endpoint reads 11.33 ns.
- Per the synthesis report, the number of distinct cell types is 61.
- The final setup skew is 0.008222 ns.
- The highest-delay cell along the critical path reads sky130_fd_sc_hd__a21oi_1.
- For reference, compound AND-OR and OR-AND cells occupy 10.96% of the area reported after synthesis.
- Clock tree synthesis inserted a total of 9 buffers.
- The synthesized area divided by synthesized cell count reads 9.521 sq um.
- In the layout the commonest cells are 364 x sky130_fd_sc_hd__inv_1, 231 x sky130_fd_sc_hd__ha_1, 146 x sky130_fd_sc_hd__fa_1.
- The main kind of combinational logic by area is adder cells.
- The share of the yosys chip area belonging to registers is 18.30%.
- According to the I/O placement log, the pin count is 35.
- The routed layout has 8737 vias.
- The filler cell count reads 2242.
- The final estimated routing congestion in global placement reads 0.9306.
- The critical-path maximum fanout is 9.
- Among all stages on the critical path, the maximum delay recorded is 0.59 ns.
- The type of element capturing the critical path is a primary output.
- The initial core utilization reads 51.55%.
- The worst setup path is launched from a flop.
- The first detailed-routing pass took 5 iterations.
- For reference, simple AND, OR, NAND and NOR cells occupy 7.890% of the area reported after synthesis.
- The number of slew-limit violations in the final report reads 0.
- The deepest clock path buffer count reads 2.
- Measured in cells, the most critical reg-to-reg path has a length of 0.
- The commonest register cell after synthesis is sky130_fd_sc_hd__dfrtp_1.
- In this run, the number of DRC markers left after iteration 0 of detailed routing was 342.
- The horizontal die dimension reads 164.1 microns.
- The post-route cell area is 14220 sq um.
- The detailed-route wire length is 26.30 mm.
- The area growth from synthesis to layout is 8.338%.
- The chip area estimate from yosys synthesis reads 13130 sq um.
- The die outline area is 26910 sq um.
- The gate count after technology mapping is 1379.
- According to the hold report, the worst path is of the flop to flop type.
- The achievable frequency is 0.06938 GHz.
- The TritonCTS sink count is 96.
- Buffers inserted to repair hold after CTS numbered 0.
- The tree is rooted in a sky130_fd_sc_hd__clkbuf_16.
- The later pin in the worst-skew pair is clocked with a latency of 0.34 ns.
- The worst hold path depth reads 0.
- The headroom to the max-slew limit is 35.65%.
- The total global routing track utilization reads 22.20%.
- The multiplexer share of the synthesized area reads 0.1525%.
- The register bit total from synthesis reads 96.
- The xor/xnor share of the synthesized area is 7.681%.
- The number of gates resized after CTS reads 0.
- Of the total synthesized cell area, the portion taken by full adders, half adders and majority gates is 44.27%.
- The final total negative setup slack is 0 ns.
- The remaining routing DRC violations is 0.
- The number of antenna-violating nets in the routed design is 0.
- The core region area is 25470 sq um.
- The final period demand of the worst path reads 14.41 ns.
- The placed wire-length estimate after detailed placement is 23.20 mm.
- Counting flops with an async set or reset pin after synthesis yields a share of 100.0%.
- The largest net degree at the start of global routing reads 51.
- Per the run summary, max-cap violations total 0.
- The initial antenna violation count came to 0.
- The floorplan row count reads 58.
- The number of vias per cell reads 4.981.
- TritonCTS built the clock tree.
- The total antenna diodes in the routed design reads 0.
- Setup repair after global routing left no endpoint under its margin.
- The quantity of I/O buffers inserted on ports is 34.
- The number of cells in the yosys synthesis report reads 1379.
- The total overflow left after global routing is 0.
- The data required time of the critical path is 12.32 ns.
- Counting the warning lines in the Yosys log gives 2.
- The H-tree was split into 3 levels.
synth_stat cells (all sizes together), types with 11 or more instances:
| cell | instances | share of area (%) |
|---|---|---|
| or3 | 11 | 0.52 |
| and2 | 12 | 0.57 |
| xnor2 | 73 | 4.9 |
| a21oi | 60 | 2.3 |
| a21o | 19 | 1.1 |
| ha | 231 | 22 |
| o21a | 15 | 0.86 |
| nor3 | 23 | 0.96 |
| nor2 | 50 | 1.4 |
| o21bai | 21 | 1.2 |
| nand2b | 15 | 0.71 |
| nand3 | 11 | 0.42 |
| dfrtp | 96 | 18 |
| xor2 | 37 | 2.5 |
| nor2b | 18 | 0.86 |
| o21ai | 39 | 1.5 |
| nand2 | 35 | 1.0 |
| inv | 366 | 10 |
| fa | 146 | 22 |
flip-flops by register name (all words and copies together) (netlist names):
signal and flops:
Xin_d 12, Xin_Reg 84
worst max-delay path, delay by kind of cell, from the launching register on:
kind / cells / cell delay [ns]
flops: 1 / 0.37
buf+inv: 8 / 1.08
simple gates: 5 / 0.98
xor+xnor: 4 / 1.15
fa+ha+maj: 12 / 4.68
compound gates: 10 / 2.71
metrics by stage:
step	setup slack (ns)	util (%)	hold slack (ns)	instances
2_1_floorplan	2.761	-	0.3574	1379
3_3_place_gp	1.343	54.51	0.3642	1738
3_5_place_dp	1.301	54.51	0.3662	1738
4_1_cts	0.8849	55.85	0.3819	1754
5_1_grt	0.1295	55.85	0.3913	1754
6_report	0.9863	55.85	0.3783	1754
cell families after synthesis:
logic type | after synthesis
adders and majority gates | 377
buffers and inverters | 376
AOI/OAI and AO/OA | 214
and+or+nand+nor | 202
xor gates and xnor gates | 112
DFF | 96
muxes | 2
path summary, 6_finish.rpt:
kind                                         start  slack (ns)                 endpoint
min in group asynchronous                      rst        3.15  Xin_Reg[5][3]$_DFF_PP0_
max reg2reg                Xin_Reg[4][6]$_DFF_PP0_       14.84  Xin_Reg[5][6]$_DFF_PP0_
min                        Xin_Reg[3][9]$_DFF_PP0_        0.38  Xin_Reg[4][9]$_DFF_PP0_
max                        Xin_Reg[2][0]$_DFF_PP0_        0.99                 Xout[20]
min reg2reg                Xin_Reg[3][9]$_DFF_PP0_        0.38  Xin_Reg[4][9]$_DFF_PP0_
max in group asynchronous                      rst       11.25  Xin_Reg[3][6]$_DFF_PP0_
layout make-up:
class | count | area [sq um] | share of cell area [%]
inverter | 366 | 1376 | 9.675
tap | 330 | 412.9 | 2.903
timing repair buffer | 39 | 377.9 | 2.656
clock buffer | 9 | 225.2 | 1.583
clock inverter | 7 | 113.9 | 0.8004
sequential | 96 | 2402 | 16.89
multi-input combinational | 907 | 9316 | 65.49
per-layer routing:
layer  wire, microns  vias to the layer above  share of wire (%)  track usage, %
met5               0                        -                  0               0
met4             266                        0                1.0           1.810
met3            1920                       16                7.3           7.159
met2           11400                      138                 43           33.30
met1           12710                     4082                 48           34.33
li1                -                     4501                  -               -
